==> /design/flow/design.v <==
module alu (
    input  [22-1:0] alu_ctrl,
    input  [63:0] alu_sr1,
    input  [63:0] alu_sr2,
    output [63:0] alu_res
);
    wire op_add;
    wire op_sub;
    wire op_slt;
    wire op_sltu;
    wire op_and;
    wire op_xor;
    wire op_or;
    wire op_sll;
    wire op_srl;
    wire op_sra;
    wire op_lui;
    wire op_beq ;
    wire op_bne ;
    wire op_blt ;
    wire op_bge ;
    wire op_bltu;
    wire op_bgeu;
    wire [63:0] add_src1;
    wire [63:0] add_src2;
    wire        add_cin;
    wire [63:0] add_sub_res;
    wire [63:0] add_res;
    wire        add_cout;
    wire [63:0] and_res;
    wire [63:0] or_res ;
    wire [63:0] xor_res;
    wire [63:0] lui_res;
    wire [63:0] slt_blt_bge_res;
    wire [63:0] sltu_bltu_bgeu_res;
    wire [63:0] sll_res;
    wire [63:0] srl_res;
    wire [63:0] sra_res;
    wire [63:0] beq_res;
    wire [63:0] bne_res;
    assign op_add  = alu_ctrl[0];
    assign op_sub  = alu_ctrl[1];
    assign op_slt  = alu_ctrl[2];
    assign op_sltu = alu_ctrl[3];
    assign op_and  = alu_ctrl[4];
    assign op_xor  = alu_ctrl[5];
    assign op_or   = alu_ctrl[6];
    assign op_sll  = alu_ctrl[7];
    assign op_srl  = alu_ctrl[8];
    assign op_sra  = alu_ctrl[9];
    assign op_lui  = alu_ctrl[10];
    assign op_beq  = alu_ctrl[11];
    assign op_bne  = alu_ctrl[12];
    assign op_blt  = alu_ctrl[13];
    assign op_bge  = alu_ctrl[14];
    assign op_bltu = alu_ctrl[15];
    assign op_bgeu = alu_ctrl[16];
    wire op_div ;
    wire op_divu;
    wire op_mul ;
    wire [63:0] div_res;
    wire [63:0] divu_res;
    wire [63:0] mul_res;
    assign op_mul  = alu_ctrl[17];
    assign op_div  = alu_ctrl[18];
    assign op_divu = alu_ctrl[19];
    assign div_res  = $signed(alu_sr1) / $signed(alu_sr2);
    assign divu_res = alu_sr1 / alu_sr2;
    assign mul_res  = alu_sr1 * alu_sr2;
    wire op_rem;
    wire op_remu;
    wire op_remw;
    wire op_remuw;
    wire [63:0] rem_res;
    wire [63:0] remu_res;
    assign op_rem  = alu_ctrl[20];
    assign op_remu = alu_ctrl[21];
    assign rem_res  = $signed(alu_sr1) % $signed(alu_sr2);
    assign remu_res = alu_sr1 % alu_sr2;
    assign and_res = alu_sr1 & alu_sr2;
    assign or_res  = alu_sr1 | alu_sr2;
    assign xor_res = alu_sr1 ^ alu_sr2;
    assign lui_res = {{32{alu_sr2[31]}}, alu_sr2[31:12], 12'b0};
    assign sll_res = alu_sr1 << alu_sr2;
    assign srl_res = alu_sr1 >> alu_sr2;
    assign sra_res = $signed(alu_sr1) >>> alu_sr2;
    assign add_src1 = (op_bgeu | op_bge) ? ~alu_sr1: alu_sr1; 
    assign add_src2 = (op_sub | op_slt | op_sltu | op_beq | op_bne | op_blt | op_bltu) ? ~alu_sr2 : alu_sr2;
    assign {add_cout, add_res} = add_src1 + add_src2 + {63'b0, add_cin};
    wire sign;
    wire sign_1;
    wire [63:0] add_res_u;
    wire add_cout_u;
    assign sign = (op_sltu | op_bltu) ? 1:0;
    assign sign_1 = (op_bgeu) ? 1:0;
    assign {add_cout_u, add_res_u} = {sign_1,add_src1} + {sign,add_src2} + {64'b0, add_cin};
    assign add_cin = (op_sub | op_slt | op_sltu | op_beq | op_bne | op_blt | op_bltu | op_bgeu | op_bge) ? 1:0;
    assign add_sub_res = add_res;
    assign slt_blt_bge_res[0] = add_res[63] | (op_bge & (alu_sr1 == alu_sr2));
    assign slt_blt_bge_res[63:1] = 63'b0;
    assign sltu_bltu_bgeu_res[0] = add_cout_u | (op_bgeu & (alu_sr1 == alu_sr2));
    assign sltu_bltu_bgeu_res[63:1] = 63'b0;
    assign beq_res = {63'b0,(add_res==0)};
    assign bne_res = {63'b0,(add_res!=0)};
    assign alu_res = ({64{op_add  | op_sub}} & add_sub_res)
                   | ({64{op_slt  | op_blt | op_bge}}  & slt_blt_bge_res )
                   | ({64{op_sltu | op_bltu | op_bgeu}}  & sltu_bltu_bgeu_res)
                   | ({64{op_and }} & and_res )
                   | ({64{op_xor }} & xor_res )
                   | ({64{op_or  }} & or_res  )
                   | ({64{op_sll }} & sll_res )
                   | ({64{op_srl }} & srl_res )
                   | ({64{op_sra }} & sra_res )
                   | ({64{op_lui }} & lui_res )
                   | ({64{op_beq }} & beq_res )
                   | ({64{op_bne }} & bne_res )
                   | ({64{op_div }} & div_res )
                   | ({64{op_divu}} & divu_res)
                   | ({64{op_mul }} & mul_res )
                   | ({64{op_rem }} & rem_res )
                   | ({64{op_remu}} & remu_res);
endmodule
==> /design/flow/run.sh <==
#!/bin/bash
# OpenROAD 26Q1-2900-gdf79404cd8, Yosys 0.63+post, stock flow scripts
make -C /OpenROAD-flow-scripts/flow DESIGN_CONFIG=/design/flow/config.mk WORK_HOME=/design/flow/orfs finish
==> /design/flow/config.mk <==
export PLATFORM = sky130hd
export DESIGN_NAME = alu
export DESIGN_NICKNAME = alu
export VERILOG_FILES = /design/flow/design.v
export SDC_FILE = /design/flow/constraint.sdc
export NUM_CORES = 4
export LEC_CHECK = 1
export CORE_UTILIZATION = 30
==> /design/flow/constraint.sdc <==
current_design alu

set clk_period 1222.2
set clk_io_pct 0.2

create_clock -name clk0 -period $clk_period

set non_clock_inputs [all_inputs -no_clocks]
set_input_delay [expr $clk_period * $clk_io_pct] -clock clk0 $non_clock_inputs
set_output_delay [expr $clk_period * $clk_io_pct] -clock clk0 [all_outputs]
==> summary.txt <==
Status of the implementation.

- The post-route DRC violation count is 0, for reference.
- The power report puts the net switching power at 2227 uW.
- Setup repair after global routing left no endpoint under its margin.
- Row generation in the floorplan step produced approximately 380 rows.
- For this configuration, the core starts out at a cell density of a little under a third.
- Per the gpl log, the routability congestion estimate is 1.178.
- At the end of the flow the core is filled with cells to about 33%.
- In the final layout, flip-flops and latches occupy 0 um2.
- The count of buffers inserted at the top-level ports is 214, for reference.
- The via density per instance is roughly 6.3, for reference.
- The number of hold buffers added after CTS was 0.
- Synthesis instantiated about 110 different standard cells from the library.
- Together, buffers and inverters on the worst path number 97.
- The most common logic cells in the final layout are sky130_fd_sc_hd__nand2_1, sky130_fd_sc_hd__nor2_1, sky130_fd_sc_hd__ha_1.
- The number of maximum-capacitance violations is 2, for reference.
- The first global-routing pass estimated 3189000 um of wire.
- Hold is met by ~490 ns.
- For this design the ratio of total power to cell area is between 8 and 9 nW/um2.
- Once routing completed, OpenROAD measured the worst setup slack at about 460 ns.
- The commonest non-fill, non-tap cell in the layout is sky130_fd_sc_hd__nand2_1, for reference.
- Note, the detailed placer reported a final HPWL of between 1500000 and 2000000 um.
- Timing analysis after detailed placement gives a worst setup slack of ~470 ns.
- The synthesized instance count is 47.88k.
- Summing the sequential cell areas from Yosys gives 0% of the chip area.
- The total negative slack is 0 ns, for reference.
- The largest incremental delay on the critical path is 1.30 ns, for reference.
- Per the GRT congestion report, total overflow comes to 0.
- The post-detailed-route wirelength per cell is between 30 and 40 um, for reference.
- After detailed routing, the total wire length is between 2000000 and 2500000 um.
- Nets still carrying antenna violations after routing amount to 0.
- The maximum number of pins on one net before global-route repair is approximately 88, for reference.
- The overall via count from detail_route is between 300k and 400k, for reference.
- The transition at the pin with the smallest max-transition slack is roughly 1.6 ns, for reference.
- Per the OpenROAD power report, leakage power amounts to ~0.17 uW.
- The stat command in Yosys gives a chip area of 328500 um2.
- The total die size is around 1100000 um2, for reference.
- The internal power is roughly 850 uW, for reference.
- The mean instance size in the synthesized netlist is between 6 and 7 um2, for reference.
- The initial antenna violation count is 389, for reference.
- The maximum clock frequency is ~0.0013 GHz, for reference.
- Looking at the critical path, the single cell with the biggest stage delay is sky130_fd_sc_hd__o311ai_0.
- The number of instances in the placed design is around 63k, for reference.
- The yosys synthesis warning count is 0, for reference.
- STA classifies the critical path endpoint as a primary output.
- Data arrives at the worst endpoint at a little over 500 ns.
- The vertical die dimension is ~1000 um, for reference.
- The net switching share of the total power is 72.30%, for reference.
- The tightest min-delay check is of the in -> out type.
- The cell count listed in synth_stat.txt is about 48k, for reference.
- The total area of multi-input combinational cells is around 310000 um2, for reference.
- Counting I/O delays and the setup requirement, the final critical path takes between 700 and 800 ns.
- The number of buffers inserted by post-CTS setup repair is 0, for reference.
- The type of the worst setup path is in -> out, for reference.
- The maximum fanout along the worst path is between 50 and 60, for reference.
- The checks that failed: capacitance limit, slew limit.
- The proportion of layout cells with a drive suffix above 1 is under 10%, for reference.
- The largest delay contributor family on the critical path is AND-OR/OR-AND gates, for reference.
- In the final report, the number of hold violations comes to 0.
- The first-iteration detailed-routing DRC count is ~44k, for reference.
- The post-cts resize count is 0, for reference.
- The run finished, with violations left.
- The region available for standard cell placement spans between 1000000 and 1500000 um2.
- The element type at the critical path start is a primary input, for reference.
- The floorplan report gives the top-level pin count as around 210.
- The post-synthesis to final-layout area growth is 10.14%, for reference.
- Counting pins that exceed their max-slew limit in the final report gives 6.
- The die extent in x is between 1000 and 1500 um, for reference.
- The final setup violation count is 0, for reference.
- The worst max-slew margin expressed relative to the limit is -9.597%, for reference.
- The filler cell count in the final layout is ~120k, for reference.
- The worst path uses between 60% and 70% of the clock period.
- The filler-free cell count of the finished design is 63.29k, for reference.
- The required time reported for the critical path endpoint is 977.76 ns, for reference.
- Counting the clock-network buffers in the layout gives 0.
- The iteration count of the initial detailed-routing pass is 28, for reference.
- The post-synthesis instance area is around 330000 um2, for reference.
- Overall routing resource usage recorded by global route was between 40% and 50%.
- The number of sequential cells reported for the layout is 0.
- Warnings raised by the tools during the run amount to ~110.
- The number of global-route vias before repair came to about 370k.
- Per the power-grid run, VDD falls by no more than about 0.00017 V.
- The cell type with the highest occurrence count on the critical path is sky130_fd_sc_hd__buf_4, for reference.
final timing paths:
check                     from           to  slack [ns]  cells after the start
setup / recovery    alu_sr2[1]  alu_res[60]      462.13                    834
hold / removal    alu_ctrl[17]  alu_res[63]      490.18                      6
routing by layer:
metal  wire (um)  up-vias  GRT usage (%)
li1            -   173111              -
met3      300600     6924          17.28
met1      890100   191403          52.25
met4      268000      193          37.74
met5        2985        -          1.156
met2      927200    24713          58.16
stage by stage:
stage | area [um2] | power (uW)
after global routing | 361100 | 3019
after global placement | 360400 | 2823
after detailed placement | 360600 | 2804
after floorplan | 328500 | 1064
after CTS | 360600 | 2820
final | 361800 | 3081
cells by family (layout without fill, tap and decap cells):
group | count (synthesis) | in the layout | synth area share, %
compound gates | 14362 | 14362 | 28.55
xor+xnor | 3829 | 3829 | 10.21
fa+ha+maj | 6507 | 6507 | 28.98
buf+inv | 5104 | 5585 | 5.849
mux | 721 | 721 | 2.491
other cells | 0 | 452 | 0
simple gates | 17360 | 17360 | 23.92
synthesized netlist by cell type, drive strengths merged, types with 302 or more instances:
cell type,instances,area share (%)
a211oi,399,0.92
a21o,1734,4.0
a21oi,3873,5.9
a31oi,700,1.3
and2,360,0.69
and3,330,0.63
buf,575,0.67
clkbuf,1493,1.7
fa,1835,11
ha,4672,18
inv,2999,3.4
mux2,302,1.0
mux2i,372,1.1
nand2,6285,7.2
nand2b,438,0.83
nand3,1048,1.6
nand4,612,1.2
nor2,5065,5.8
nor2b,582,1.1
nor3,1131,1.7
o211ai,394,0.90
o21a,943,2.2
o21ai,2836,4.3
o21bai,489,1.1
o31ai,346,0.79
or3,436,0.83
xnor2,2528,6.7
xor2,1301,3.5
cell type report:
type	count	share of cell area (%)
Antenna cell	452	0.3127
Inverter	3036	3.195
Multi-Input combinational cell	42779	86.10
Tap cell	14475	5.006
Timing Repair Buffer	2549	5.386
No activity file was given, so power comes from the tool's default toggle rates.
