==> flow/design.v <==
module ctrl (
    input         rst,
    input[2:0]    pc_src_en,
    input         alu_sr1_rs1_en,
    input         alu_sr1_pc_en,
    input         alu_sr2_rs2_en,
    input         alu2reg_en,
    input         alu_sr2_pc_en,
    input         mem2reg_en,
    input[63:0]   imm,
    input         alu_sr2_imm_en,
    input[6:0]    rd_mem_op,
    input	  alu_sext_before_wr_reg,
    input	  alu_src1_bit32,
    input	  alu_src2_bit32,
    input	  alu_src2_bit5,
    input	  alu_src1_sext,
    input[63:0]   rs1_reg2ctrl,
    input[63:0]   rs2_reg2ctrl,
    input[63:0]   pc,
    input[63:0]   alu_res,
    input[63:0]   mem_rd_data,
    output[2:0]   pc_sel,
    output[63:0]  alu_src1,
    output[63:0]  alu_src2,
    output[63:0]  wr_reg_data,
    output[63:0]  rd_mem_addr
);
    assign pc_sel[0] = (rst==1)? 0: (pc_src_en[0] & alu_res[0]);
    assign pc_sel[1] =(rst==1)? 0: pc_src_en[1];
    assign pc_sel[2] =(rst==1)? 0: pc_src_en[2];
    wire [63:0] alu_src1_o;
    wire [63:0] alu_src2_o;
    assign alu_src1_o = ({64{alu_sr1_rs1_en}} & rs1_reg2ctrl)
		      | ({64{alu_sr1_pc_en}} & pc);
    assign alu_src2_o = ({64{alu_sr2_rs2_en}} & rs2_reg2ctrl)
		      | ({64{alu_sr2_imm_en}} & imm)
		      | ({64{alu_sr2_pc_en}} & 'h4);
    assign alu_src1 = (~alu_src1_bit32) ? alu_src1_o : ((~alu_src1_sext) ? {32'b0, alu_src1_o[31:0]} : {{32{alu_src1_o[31]}}, alu_src1_o[31:0]});
    assign alu_src2 = ({64{~alu_src2_bit32}} & alu_src2_o)
		    | ({64{alu_src2_bit32}} & {{32{1'b0}}, alu_src2_o[31:0]})
		    | ({64{alu_src2_bit5}} & {{59{1'b0}}, alu_src2_o[4:0]});
    assign wr_reg_data = ({64{rd_mem_op == 7'b0000001 & mem2reg_en}} & mem_rd_data)
		       | ({64{rd_mem_op == 7'b0000010 & mem2reg_en}} & {{32{mem_rd_data[31]}}, mem_rd_data[31:0]})
		       | ({64{rd_mem_op == 7'b0000100 & mem2reg_en}} & {{48{mem_rd_data[15]}}, mem_rd_data[15:0]})
		       | ({64{rd_mem_op == 7'b0001000 & mem2reg_en}} & {{56{mem_rd_data[7]}},  mem_rd_data[7:0]})
		       | ({64{rd_mem_op == 7'b0010000 & mem2reg_en}} & {32'b0, mem_rd_data[31:0]})
		       | ({64{rd_mem_op == 7'b0100000 & mem2reg_en}} & {48'b0, mem_rd_data[15:0]})
		       | ({64{rd_mem_op == 7'b1000000 & mem2reg_en}} & {56'b0,  mem_rd_data[7:0]})
		       | ({64{alu2reg_en & ~alu_sext_before_wr_reg}} & alu_res)
		       | ({64{alu2reg_en & alu_sext_before_wr_reg}} & {{32{alu_res[31]}},alu_res[31:0]});
    assign rd_mem_addr = alu_res;
endmodule
==> flow/run.sh <==
#!/bin/bash
# OpenROAD 26Q1-2900-gdf79404cd8, Yosys 0.63+post, stock flow scripts
make -C /OpenROAD-flow-scripts/flow DESIGN_CONFIG=/design/flow/config.mk WORK_HOME=/design/flow/orfs finish
==> flow/config.mk <==
export PLATFORM = sky130hd
export DESIGN_NAME = ctrl
export DESIGN_NICKNAME = ctrl
export VERILOG_FILES = /design/flow/design.v
export SDC_FILE = /design/flow/constraint.sdc
export NUM_CORES = 4
export LEC_CHECK = 1
export CORE_AREA = 10 10 260 260
export DIE_AREA = 0 0 270 270
==> flow/constraint.sdc <==
current_design ctrl

set clk_period 5.5
set clk_io_pct 0.2

create_clock -name clk0 -period $clk_period

set non_clock_inputs [all_inputs -no_clocks]
set_input_delay [expr $clk_period * $clk_io_pct] -clock clk0 $non_clock_inputs
set_output_delay [expr $clk_period * $clk_io_pct] -clock clk0 [all_outputs]
==> impl_metrics.sql <==
-- metrics for the results database
INSERT INTO impl_metrics (metric_group, metric, value, unit) VALUES
('min_path', 'class_of_the_worst_hold_path', 'input port to output pin', ''),
('synthesis', 'largest_area_cell', 'sky130_fd_sc_hd__a221o_1', ''),
('synthesis', 'synthesized_instance_count', '413', ''),
('grt', 'first_global_vias', '6640', ''),
('worst_setup_path', 'worst_path_dominant_cell_family', 'buffers and inverters', ''),
('synthesis', 'synth_sequential_area_ratio', '0', '%'),
('timing', 'timing.final.hold_violations', '0', ''),
('routing', 'route.vias.total', '6072', ''),
('placed_design', 'gpl.final_weighted_congestion', '0.8917', ''),
('die', 'die_width', '270', 'microns'),
('die', 'floorplan.core_util', '4.784', '%'),
('synthesis', 'synth.lib_cells_used.distinct', '30', ''),
('timing', 'setup_viol', '0', ''),
('timing', 'worst_hold_slack', '2.954', 'ns'),
('clock_tree', 'cts_repair_resize_count', '0', ''),
('worst_setup_path', 'worst_path_largest_cell_delay', '0.62', 'ns'),
('grt', 'grt_max_degree', '64', ''),
('grt', 'globalRouteOverflowTotal', '0', ''),
('final_layout', 'flop_area', '0', 'sq um'),
('worst_setup_path', 'critPathMostFrequentCell', 'sky130_fd_sc_hd__clkdlybuf4s50_1', ''),
('run_status', 'run_status', 'completed', ''),
('routing', 'viasPerCell', '3.340', ''),
('synthesis', 'leading_post_synthesis_cells_by_cell_area', 'sky130_fd_sc_hd__a221o_1, sky130_fd_sc_hd__a22o_1, sky130_fd_sc_hd__a22oi_1, sky130_fd_sc_hd__buf_4, sky130_fd_sc_hd__o21ai_0', ''),
('final_layout', 'fillers', '6902', ''),
('run', 'drv.max_cap_violation_count', '0', ''),
('final_layout', 'nClkBuffers', '0', ''),
('routing', 'drt_pre_antenna_iters', '4', ''),
('run', 'warning_count', '33', ''),
('worst_setup_path', 'worst_setup_sp_type', 'input port', ''),
('worst_setup_path', 'timing.critical_path.to_type', 'output pin', ''),
('final_layout', 'areaGrowthSynthToFinish', '241.2', '%'),
('synthesis', 'yosysTopAreaCellShare', '18.95', '%'),
('worst_setup_path', 'critical_path_buf_inv_count', '2', ''),
('synthesis', 'syn_area', '2958', 'sq um'),
('worst_setup_path', 'cp_cell_instances', 'clkdlybuf4s50_1 > or4b_4 > a2111oi_4 > nand3b_2 > a221o_1 > clkdlybuf4s50_1', ''),
('timing', 'worst-slew-pin-transition', '0.8484', 'ns'),
('pwr', 'power_per_cell_area', '77.32', 'nW/um^2'),
('routing', 'post_drt_wl_per_cell', '22.14', 'microns'),
('timing', 'fin_crit_sh', '89.44', '%'),
('worst_setup_path', 'timing.critical_path.arrival', '3.82', 'ns'),
('die', 'pin_count', '666', ''),
('die', 'placement_rows', '91', ''),
('grt', 'total_routing_resource_utilization_after_global_routing', '10.38', '%'),
('timing', 'fin_crit', '4.919', 'ns'),
('synthesis', 'synth.yosys.warnings', '0', ''),
('worst_setup_path', 'timing.critical_path.slowest_stage_cell', 'sky130_fd_sc_hd__or4b_4', ''),
('synthesis', 'synth.yosys.num_cells', '413', ''),
('synthesis', 'synth_area_per_cell', '7.162', 'sq um'),
('pwr', 'leakagePower', '3.513', 'nW'),
('timing', 'slew_headroom', '43.28', '%'),
('clock_tree', 'number_of_hold_buffers_added_after_cts', '0', ''),
('worst_setup_path', 'criticalPathCategory', 'input port to output pin', ''),
('grt', 'grt_pass1_wl', '54.70', 'mm'),
('placed_design', 'place_hpwl', '36.42', 'mm'),
('timing', 'fmaxAchievable', '203.3', 'MHz'),
('synthesis', 'synth_chip_area', '2958', 'sq um'),
('final_layout', 'layout-drive-gt1-share', '3.795', '%'),
('die', 'die_height', '270', 'microns'),
('timing', 'timing.setup.tns', '0', 'ns'),
('die', 'core_area', '61830', 'sq um'),
('placed_design', 'io_buffer_count', '665', ''),
('worst_setup_path', 'timing.critical_path.required', '4.40', 'ns'),
('worst_setup_path', 'path_max_fanout', '24', ''),
('timing', 'slew_violations', '0', ''),
('routing', 'drt_drc_violations_left', '0', ''),
('routing', 'wl', '40.25', 'mm'),
('timing', 'grt_setup_unrepaired', 'false', ''),
('final_layout', 'sequential_cell_total', '0', ''),
('clock_tree', 'cts_post_setup_buffers_inserted', '0', ''),
('pwr', 'power.ir.vdd_worst', '0.00005352', 'V'),
('die', 'chipArea', '72900', 'sq um'),
('routing', 'route.antenna.remaining_nets', '0', ''),
('routing', 'drt_iter0_markers', '246', ''),
('grt', 'grt_antenna_before_repair', '9', '');
==> cells in the mapped netlist (all sizes together), types with 2 or more instances <==
| cell type | number |
|---|---|
| buf | 87 |
| a22oi | 65 |
| a22o | 63 |
| a221o | 56 |
| nor2 | 35 |
| o21ai | 35 |
| clkbuf | 33 |
| a32o | 8 |
| nand3b | 4 |
| nor2b | 3 |
| nor4 | 3 |
| xor2 | 3 |
| nand2 | 2 |
| nand3 | 2 |
| nor3 | 2 |
| nor4b | 2 |
==> through the flow <==
| step | instance area [sq um] | cells | setup WS [ns] | power, mW | util [%] |
|---|---|---|---|---|---|
| 6_report | 10090 | 1818 | 0.5807 | 0.7805 | 16.33 |
| 5_1_grt | 10090 | 1815 | 0.4241 | 0.8375 | 16.31 |
| 4_1_cts | 10080 | 1812 | 0.5299 | 0.7987 | 16.30 |
| 3_5_place_dp | 10080 | 1812 | 0.5470 | 0.7896 | 16.30 |
| 3_3_place_gp | 10080 | 1812 | 0.5540 | 0.7920 | 16.30 |
| 2_1_floorplan | 2958 | 413 | 1.902 | 0.1587 | - |
==> path summary, 6_finish.rpt <==
path,from,to,depth (start not counted)
setup / recovery,rd_mem_op[1],wr_reg_data[55],6
hold / removal,mem_rd_data[59],wr_reg_data[59],3
==> final cells by class <==
class / count / area, sq um / share of cell area, %
diodes: 6 / 15.01 / 0.1488
multi-input cells: 293 / 2242 / 22.21
well taps: 837 / 1047 / 10.38
repair buffers: 682 / 6789 / 67.26
==> placed cells by master (no fill, tap or decap), drive strengths merged, types with 2 or more instances in the layout <==
| cell | count |
|---|---|
| clkdlybuf4s50 | 651 |
| a22oi | 65 |
| a22o | 63 |
| a221o | 56 |
| nor2 | 35 |
| o21ai | 35 |
| buf | 31 |
| a32o | 8 |
| diode | 6 |
| nand3b | 4 |
| xor2 | 3 |
| nor4 | 3 |
| nor2b | 3 |
| nand3 | 2 |
| nor3 | 2 |
| nor4b | 2 |
| nand2 | 2 |
==> cells by family after synthesis <==
logic type                Yosys count  share of synthesized area (%)
and+or+nand+nor                    57                          9.476
xor gates and xnor gates            3                         0.8885
buffers and inverters             120                          24.28
muxes                               1                         0.3807
AOI/OAI and AO/OA                 232                          64.98
==> where the power goes <==
part           switching, mW    total, mW  internal [mW]
sequential                 0            0              0
combinational          0.239        0.780          0.541
clock                      0  0.000000147    0.000000147
total                  0.239        0.780          0.541
==> layer usage <==
layer	track usage (%)	vias up	routed length [microns]
met5	0	-	8
met4	2.114	2	857
met3	4.288	28	4515
met2	18.48	474	20100
met1	11.36	2791	14770
li1	-	2777	-
Power figures rest on the tool's default switching activity, not on a simulated workload.
