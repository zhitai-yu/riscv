### config.mk
export PLATFORM = sky130hd
export DESIGN_NAME = idu
export DESIGN_NICKNAME = idu
export VERILOG_FILES = /design/flow/design.v
export SDC_FILE = /design/flow/constraint.sdc
export NUM_CORES = 4
export LEC_CHECK = 1
export CORE_AREA = 10 10 105 105
export DIE_AREA = 0 0 115 115
### constraint.sdc
current_design idu

set clk_period 4.2
set clk_io_pct 0.2

create_clock -name clk0 -period $clk_period

set non_clock_inputs [all_inputs -no_clocks]
set_input_delay [expr $clk_period * $clk_io_pct] -clock clk0 $non_clock_inputs
set_output_delay [expr $clk_period * $clk_io_pct] -clock clk0 [all_outputs]
### design.v
module idu(
    input  rst,
    input  [32-1:0] instr,
    output [2:0]  pc_src_en_o,
    output rs1_en,    
    output rs2_en,    
    output alu2reg_en,
    output mem2reg_en,
    output [63:0] imm,
    output [6:0] rd_mem_op,    
    output alu_sr1_rs1_en,
    output alu_sr1_pc_en,
    output alu_sr2_rs2_en,
    output alu_sr2_imm_en,
    output alu_sr2_pc_en,
    output alu_sext_before_wr_reg,
    output alu_src1_bit32,
    output alu_src2_bit32,
    output alu_src2_bit5,
    output alu_src1_sext,
    output [4:0] rs1,    
    output [4:0] rs2,    
    output [4:0] rd,    
    output wr_reg_en,    
    output [22-1:0] alu_ctrl,
    output [7:0] wr_rd_mem_len,
    output rd_mem_en,
    output wr_mem_en,
    output ebreak
);
    wire [3:0] pc_src_en;
    wire [6:0]   opcode;
    wire [2:0] func3 ;
    wire [6:0] func7 ;
    wire [63:0] immI;  
    wire [63:0] immU;  
    wire [63:0] immS;  
    wire [63:0] immB;  
    wire [63:0] immJ;  
    wire func3_000;
    wire func3_001;
    wire func3_010;
    wire func3_011;
    wire func3_100;
    wire func3_101;
    wire func3_110;
    wire func3_111;
    wire op_u;
    wire op_i;
    wire op_r;
    wire op_j;
    wire op_b;
    wire op_s;
    wire op_cali;
    wire op_memi;
    wire rv_addi; 
    wire rv_slti; 
    wire rv_sltiu;
    wire rv_xori; 
    wire rv_ori ; 
    wire rv_andi; 
    wire rv_slli; 
    wire rv_srli; 
    wire rv_srai; 
    wire rv_add ;
    wire rv_sub ;
    wire rv_sll ;
    wire rv_slt ;
    wire rv_sltu;
    wire rv_xor ;
    wire rv_srl ;
    wire rv_sra ;
    wire rv_or  ;
    wire rv_and ;
    wire rv_jalr;
    wire rv_beq ;
    wire rv_bne ;
    wire rv_blt ;
    wire rv_bge ;
    wire rv_bltu;
    wire rv_bgeu;
    wire rv_sb  ;
    wire rv_sh  ;
    wire rv_sw  ;
    wire rv_sd  ;
    wire rv_lui  ;
    wire rv_auipc  ;
    wire rv_jal  ;
    wire rv_ld  ;
    wire rv_lw  ;
    wire rv_lh  ;
    wire rv_lb  ;
    wire rv_lwu  ;
    wire rv_lhu  ;
    wire rv_lbu  ;
    wire imm_en;
    wire rv_div;
    wire rv_divu;
    wire rv_mul;
    wire rv_rem;
    wire rv_remu;
    assign ebreak = (rst==1)?0:(instr[31:0] == 32'h0100073);
    assign pc_src_en_o = pc_src_en[2:0];
    assign opcode = instr[6:0];
    assign rd     = instr[11:7];
    assign func3  = instr[14:12];
    assign rs1    = instr[19:15];
    assign rs2    = instr[24:20];
    assign func7  = instr[31:25];
    assign immI = {{52{instr[31]}}, instr[31:20]};
    assign immU = {{32{instr[31]}},instr[31:12], 12'b0};
    assign immS = {{52{instr[31]}}, instr[31:25], instr[11:7]};
    assign immB = {{52{instr[31]}}, instr[7], instr[30:25], instr[11:8], 1'b0};
    assign immJ = {{44{instr[31]}}, instr[19:12], instr[20], instr[30:21], 1'b0};
    assign func3_000 = (func3==3'b000);
    assign func3_001 = (func3==3'b001);
    assign func3_010 = (func3==3'b010);
    assign func3_011 = (func3==3'b011);
    assign func3_100 = (func3==3'b100);
    assign func3_101 = (func3==3'b101);
    assign func3_110 = (func3==3'b110);
    assign func3_111 = (func3==3'b111);
    assign op_u  = (opcode == 7'b0110111 || opcode == 7'b0010111);
    assign rv_lui   = (opcode == 7'b0110111);
    assign rv_auipc = (opcode == 7'b0010111);
    assign op_i = (op_cali || op_memi || opcode==7'b1100111 || op_iw);
    assign op_cali  = (opcode == 7'b0010011);
    assign rv_addi  = op_cali && func3_000;
    assign rv_slti  = op_cali && func3_010;
    assign rv_sltiu = op_cali && func3_011;
    assign rv_xori  = op_cali && func3_100;
    assign rv_ori   = op_cali && func3_110;
    assign rv_andi  = op_cali && func3_111;
    assign rv_slli  = op_cali && func3_001 && (instr[31:26]==6'b000000);
    assign rv_srli  = op_cali && func3_101 && (instr[31:26]==6'b000000);
    assign rv_srai  = op_cali && func3_101 && (instr[31:26]==6'b010000);
    assign op_j    = (opcode == 7'b1101111);
    assign rv_jal  = (opcode == 7'b1101111);
    assign op_memi  = (opcode == 7'b0000011);
    assign rv_ld  = op_memi && func3_011;
    assign rv_lb  = op_memi && func3_000;
    assign rv_lh  = op_memi && func3_001;
    assign rv_lw  = op_memi && func3_010;
    assign rv_lbu = op_memi && func3_100;
    assign rv_lhu = op_memi && func3_101;
    assign rv_lwu = op_memi && func3_110;
    assign rd_mem_op = {rv_lbu,rv_lhu,rv_lwu,rv_lb,rv_lh,rv_lw,rv_ld};
    assign op_r  = (opcode == 7'b0110011) || op_rw;
    assign rv_add  = op_r && func3_000 && (func7==7'b0000000);
    assign rv_sub  = op_r && func3_000 && (func7==7'b0100000);
    assign rv_sll  = op_r && func3_001 && (func7==7'b0000000);
    assign rv_slt  = op_r && func3_010 && (func7==7'b0000000);
    assign rv_sltu = op_r && func3_011 && (func7==7'b0000000);
    assign rv_xor  = op_r && func3_100 && (func7==7'b0000000);
    assign rv_srl  = op_r && func3_101 && (func7==7'b0000000);
    assign rv_sra  = op_r && func3_101 && (func7==7'b0100000);
    assign rv_or   = op_r && func3_110 && (func7==7'b0000000);
    assign rv_and  = op_r && func3_111 && (func7==7'b0000000);
    assign rv_div  = op_r && func3_100 && (func7==7'b0000001);
    assign rv_divu = op_r && func3_101 && (func7==7'b0000001);
    assign rv_mul  = op_r && func3_000 && (func7==7'b0000001);
    assign rv_rem  = op_r && func3_110 && (func7 ==7'b0000001);
    assign rv_remu = op_r && func3_111 && (func7 ==7'b0000001);
    assign rv_jalr = (opcode == 7'b1100111) && func3_000;
    assign op_b  = (opcode == 7'b1100011);
    assign rv_beq  = op_b && func3_000;
    assign rv_bne  = op_b && func3_001;
    assign rv_blt  = op_b && func3_100;
    assign rv_bge  = op_b && func3_101;
    assign rv_bltu = op_b && func3_110;
    assign rv_bgeu = op_b && func3_111;
    assign op_s  = (opcode == 7'b0100011);
    assign rv_sb  = op_s && func3_000;
    assign rv_sh  = op_s && func3_001;
    assign rv_sw  = op_s && func3_010;
    assign rv_sd  = op_s && func3_011;
    wire op_rw;
    wire rv_addw;
    wire rv_subw;
    wire rv_sllw;
    wire rv_srlw;
    wire rv_sraw;
    wire rv_mulw;
    wire rv_divw;
    wire rv_divuw;
    wire rv_remw;
    wire rv_remuw;
    wire op_iw;
    wire rv_addiw;
    wire rv_slliw;
    wire rv_srliw;    
    wire rv_sraiw;      
    assign op_rw = (opcode == 7'b0111011);
    assign rv_addw  = op_rw && func3_000 && (func7 ==7'b0000000);
    assign rv_subw  = op_rw && func3_000 && (func7 ==7'b0100000);
    assign rv_sllw  = op_rw && func3_001 && (func7 ==7'b0000000);
    assign rv_srlw  = op_rw && func3_101 && (func7 ==7'b0000000);
    assign rv_sraw  = op_rw && func3_101 && (func7 ==7'b0100000);
    assign rv_mulw  = op_rw && func3_000 && (func7 ==7'b0000001);
    assign rv_divw  = op_rw && func3_100 && (func7 ==7'b0000001);
    assign rv_divuw = op_rw && func3_101 && (func7 ==7'b0000001);
    assign rv_remw  = op_rw && func3_110 && (func7 ==7'b0000001);
    assign rv_remuw = op_rw && func3_111 && (func7 ==7'b0000001);
    assign op_iw = (opcode == 7'b0011011);
    assign rv_addiw  = op_iw && func3_000;
    assign rv_slliw  = op_iw && func3_001 && (instr[31:26]==6'b000000);
    assign rv_srliw  = op_iw && func3_101 && (instr[31:26]==6'b000000);    
    assign rv_sraiw  = op_iw && func3_101 && (instr[31:26]==6'b010000);    
    assign alu_sext_before_wr_reg = op_rw | op_iw;
    assign alu_src1_bit32 = rv_srliw | alu_src2_bit5 | rv_divuw | rv_divw | rv_remuw | rv_remw;
    assign alu_src2_bit32 = rv_divuw | rv_divw | rv_remuw | rv_remw;
    assign alu_src2_bit5  = rv_sraw | rv_srlw | rv_sllw;
    assign alu_src1_sext = rv_sraiw | rv_sraw;
    assign rs1_en = (op_b |
           	     op_r |
           	     op_i |
           	     op_s );
    assign rs2_en = (op_r |
                     op_s |
           	     op_b );
    assign imm_en = (op_u |
    		     op_j |
    		     op_b |
    		     op_i |
    		     op_s );
    assign alu_sr1_rs1_en = rs1_en & ~alu_sr1_pc_en;
    assign alu_sr1_pc_en = pc_src_en[1] | pc_src_en[2] | pc_src_en[3];
    assign alu_sr2_rs2_en =  op_b | op_r;
    assign alu_sr2_imm_en = imm_en & ~alu_sr2_pc_en & ~alu_sr2_rs2_en;
    assign alu_sr2_pc_en = pc_src_en[1] | pc_src_en[2];
    assign imm = ({64{op_u}} & immU)
               | ({64{op_j}} & immJ)
               | ({64{op_b}} & immB)
               | ({64{op_i & ~rv_srai & ~rv_sraiw}} & immI)
               | ({64{op_i & (rv_srai | rv_sraiw)}} & {58'b0,immI[5:0]})
               | ({64{op_s}} & immS);
    assign alu_ctrl[0]  = rv_addi | rv_add | (rv_jalr | rv_jal) |
			 (op_s | op_memi) | rv_auipc | rv_addw | rv_addiw;
    assign alu_ctrl[1]  = rv_sub | rv_subw;
    assign alu_ctrl[2]  = rv_slti | rv_slt;
    assign alu_ctrl[3]  = rv_sltiu | rv_sltu;
    assign alu_ctrl[4]  = rv_and | rv_andi;
    assign alu_ctrl[5]  = rv_xor | rv_xori;
    assign alu_ctrl[6]  = rv_or | rv_ori;
    assign alu_ctrl[7]  = rv_slli | rv_sll | rv_slliw | rv_sllw;
    assign alu_ctrl[8]  = rv_srli | rv_srl | rv_srliw | rv_srlw;
    assign alu_ctrl[9]  = rv_sra | rv_srai | rv_sraiw | rv_sraw;
    assign alu_ctrl[10] = rv_lui;
    assign alu_ctrl[11] = rv_beq;
    assign alu_ctrl[12] = rv_bne;
    assign alu_ctrl[13] = rv_blt;
    assign alu_ctrl[14] = rv_bge;
    assign alu_ctrl[15] = rv_bltu;
    assign alu_ctrl[16] = rv_bgeu;
    assign alu_ctrl[17] = rv_mulw | rv_mul;
    assign alu_ctrl[18] = rv_divw | rv_div;
    assign alu_ctrl[19] = rv_divuw | rv_divu;
    assign alu_ctrl[20] = rv_remw | rv_rem;
    assign alu_ctrl[21] = rv_remuw | rv_remu;
    assign pc_src_en[0] = op_b;
    assign pc_src_en[1] = rv_jal;
    assign pc_src_en[2] = rv_jalr;
    assign pc_src_en[3] = rv_auipc;
    assign rd_mem_en = (rv_lb | rv_lh | rv_lw | rv_lbu | rv_lhu | rv_ld);
    assign wr_mem_en = op_s;
    assign wr_rd_mem_len = ({8{rv_ld | rv_sd}} & 8)
		         | ({8{rv_lb | rv_lbu | rv_sb}} & 1)
		         | ({8{rv_lh | rv_lhu | rv_sh}} & 2)
		         | ({8{rv_lw | rv_lwu | rv_sw}} & 4);
    assign mem2reg_en = op_memi;
    assign alu2reg_en = ~(op_s | op_memi | op_b);
    assign wr_reg_en  = ~(op_b | op_s);
endmodule
### run.sh
#!/bin/bash
# OpenROAD 26Q1-2900-gdf79404cd8, Yosys 0.63+post, stock flow scripts
make -C /OpenROAD-flow-scripts/flow DESIGN_CONFIG=/design/flow/config.mk WORK_HOME=/design/flow/orfs finish
==> CHANGELOG.md <==
## Flow update

- GR Overflow Total: 0
- Final hold violations: 0
- Main logic family after synthesis: simple AND/OR/NAND/NOR gates
- Gr usage total: 0.116
- Logic area: 1040 um2
- Post-synth cell types: 44
- CP Capture Point: imm[62]
- Num sequential: 0
- I/O pin count: 170
- Yosys stat area: 1600 um2
- Status: finished clean
- Antenna violation net count after detailed routing: 0
- MaxCap Viol Count: 0
- Yosys warnings: 0
- DRC viols: 0
- Post-synth top cells: buf_4 (68), nor2_1 (37), a21o_1 (20), clkbuf_1 (10), nor3_1 (10)
- Endpoint class of the critical path: output pin
- Ao+oa area frac: 0.244
- Inserted Diodes: 0
- WHS Path Cells: 2
- Buffers added on ports: 166
- Rows: 34
- GP Congestion: 0.878
- Setup CP Type: in -> out
- Setup TNS: 0 ns
- Tool warnings: 32
- Synth-to-Final Area Change: 89.9%
- Leak: 0.00121 uW
- Worst slew pin tran: 0.588 ns
- Cell with the most instances after synthesis: buf_4
- Yosys Instances: 252
- Critical-path maximum fanout: 17
- Initial antenna violation count: 0
- Post-Synthesis Cells: 252
- Core area: 8760 um2
- Slew Limit Fails: 0
- Max incr delay on CP: 0.52 ns
- Post-DP HPWL: 7.42 mm
- Top delay family on crit path: buffers and inverters
- Vias in the first global route: 2033
- Fin crit period: 4.03 ns
- DR vias/cell: 4.50
- Worst Min Path Start: instr[17]
- Fill cells: 926
- WL final: 8.42 mm
- Via count: 2124
- VDD IR max: 0.0000373 V
- Hold Crit Class: in -> out
- Crit-path cells: clkdlybuf4s50_1, nand4bb_1, nor2_2, nor4_2, buf_4, nor2b_2, buf_4, clkdlybuf4s50_1
- Clock buffer cells: 0
- Crit path DAT: 3.19 ns
- Max Clk Rate: 248 MHz
- Adder share: 0
- First-pass GRT wire length: 12.5 mm
- Pin count of the biggest net entering global routing: 18
- Max_slew headroom: 0.604
- Final period utilization: 0.959
- Die ar.: 13200 um2
- XOR Share, Synth: 0
- Avg Cell Area, Syn: 6.35 um2
- Starting Density: 0.183
- Most area-hungry cell type in the Yosys netlist: buf_4
- RSZ-0062 raised after global routing: no
- Die width: 115 um
- Worst Setup SP: instr[2]
- Register share after synthesis: 0
- Mux share: 0
- Crit path depth: 8
- Placed cells: 472
- Setup violators final: 0
- Layout cells sized above 1: 0.0989
- Routed wire per std cell: 17.8 um
- Final non-filler cell total: 472
- Crit path buffers/inverters: 4
- Die height: 115 um
- Pre-Repair DR Iteration Count: 4
- Slowest stage cell, crit path: clkdlybuf4s50_1
- Top cells, area: buf_4 (32%), a21o_1 (9.4%), nor2_1 (8.7%), nor3_1 (3.1%), nor4_1 (3.1%)
- Synthesized area: 1600 um2
- Worst hold slack: 2.54 ns
- Worst EP required: 3.36 ns
- Pwr dens: 50.0 nW/um2
- Area share of the largest cell type after synthesis: 0.319
- Reg area: 0 um2
- Startpoint Class: input port
- Initial drt markers: 90
- AND/OR/NAND/NOR Cells, Area Fraction: 0.387
metrics by stage:
stage          setup WS, ns   util  cell area (um2)  total power (uW)
5_1_grt              0.0292  0.347             3040               165
4_1_cts               0.120  0.345             3020               153
2_1_floorplan         0.567      -             1610              60.8
6_report              0.172  0.347             3040               152
3_3_place_gp          0.101  0.345             3020               153
3_5_place_dp          0.122  0.345             3020               152
worst min-delay path by stage:
stage	end	slack (ns)
CTS	rs1[2]	2.55
global route	rd[3]	2.56
finish	rs1[2]	2.54
cell type report:
class,instances,area share
Multi-Input combinational cell,167,0.343
Tap cell,108,0.0445
Inverter,9,0.0111
Timing Repair Buffer,188,0.601
power breakdown:
part | switching (uW) | internal [uW]
combinational | 61.8 | 90.1
clock | 0 | 0
sequential | 0 | 0
total | 61.8 | 90.1
placed cells by master (no fill, tap or decap), drive strengths merged:
cell type	instances
a21o	20
o311ai	1
a31oi	1
nand2b	3
inv	9
nand4bb	2
nand4b	1
conb	4
o22ai	2
a2111oi	1
or4	3
o21ai	4
nand3b	2
buf	22
or3	6
a32o	1
o211a	1
nand2	8
o211ai	1
and3	3
nand3	7
o2bb2ai	1
nor3	11
a21oi	6
a22o	4
clkdlybuf4s50	166
and2	4
or2	2
nor3b	1
a211oi	3
and3b	2
nand4	4
o31a	2
nor2	38
nor2b	3
a21boi	5
nor4	10
metal layers:
metal | part of all wire | vias to the layer above | wire length [um] | global-route usage
li1 | - | 1049 | - | -
met1 | 0.38 | 982 | 3220 | 0.142
met4 | 0.0014 | 0 | 12 | 0.00165
met2 | 0.52 | 91 | 4340 | 0.206
met5 | 0 | - | 0 | 0
met3 | 0.10 | 2 | 850 | 0.0348
cells by family (layout without fill, tap and decap cells):
kind of cell	Yosys count	after routing
other	1	4
and+or+nand+nor	110	110
buffers and inverters	88	197
AOI/OAI and AO/OA	53	53
timing repair:
item                                    CTS  global route
setup buffers                             0             0
hold buffers                              0             0
endpoints found under the setup margin    0            34
resized                                   0             3
Power is estimated from default activity; no workload was simulated.
